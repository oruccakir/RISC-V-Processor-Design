**flow/config.mk**
```make
export PLATFORM = sky130hd
export DESIGN_NAME = islemci
export DESIGN_NICKNAME = islemci
export VERILOG_FILES = /design/flow/design.v
export SDC_FILE = /design/flow/constraint.sdc
export NUM_CORES = 4
export LEC_CHECK = 1
export CORE_UTILIZATION = 50
```
**flow/design.v**
```verilog
`timescale 1ns/1ps
module islemci (
    input                       clk,
    input                       rst,
    output reg [32-1:0]    bellek_adres,
    input      [32-1:0]     bellek_oku_veri,
    output reg [32-1:0]     bellek_yaz_veri,
    output reg                     bellek_yaz
);
localparam LUI      =       4'b0000;
localparam AUIPC    =       4'b0001;
localparam JAL      =       4'b0010;
localparam JALR     =       4'b0011;
localparam BEQ      =       4'b0100;
localparam BNE      =       4'b0101;
localparam BLT      =       4'b0110;
localparam LW       =       4'b0111;
localparam SW       =       4'b1000;
localparam ADDI     =       4'b1001;
localparam ADD      =       4'b1010;
localparam SUB      =       4'b1011;
localparam OR       =       4'b1100;
localparam AND      =       4'b1101;
localparam XOR      =       4'b1110;
localparam GETIR        = 2'd0;
localparam COZYAZMACOKU = 2'd1;
localparam YURUTGERIYAZ = 2'd2;
reg [4:0] register1;
reg [4:0] register2;
reg [4:0] dest_register;
reg [3:0] whichInstruction;
reg [31:0] instruction=0;
reg signed [31:0] extendedImm;
reg signed [19:0] unExtendedImm;
reg [6:0] opcode;
reg [2:0] funct3;
reg [6:0] funct7;
reg signed[31:0] offset;
reg [1:0] simdiki_asama_r;
reg signed [32-1:0] yazmac_obegi [0:32-1];
reg [32-1:0] ps_r;
reg [32-1:0] current_ps_r;
integer i=0;
initial begin
    for(i=0; i<32; i=i+1)
        yazmac_obegi[i] = 0;
end
always @(posedge clk) begin
    if (rst) begin
        ps_r = 32'h8000_0000;
        simdiki_asama_r = GETIR;
        current_ps_r= ps_r;
        bellek_adres = ps_r;
    end
    else begin
        case(simdiki_asama_r)
            GETIR:
                begin
                    bellek_yaz = 1'b0;  
                    simdiki_asama_r = COZYAZMACOKU;
                    instruction = bellek_oku_veri;
                    current_ps_r=ps_r;
                    ps_r = ps_r + 4;
                    bellek_adres = ps_r;
                end
           COZYAZMACOKU:
                begin
                    opcode=instruction [6:0];
                    funct3=instruction [14:12];
                    funct7=instruction [31:25];
                    dest_register = instruction[11:7];
                    register1 = instruction[19:15];
                    register2 = instruction[24:20];
                    simdiki_asama_r = YURUTGERIYAZ;
                    case(opcode)
                        7'b0110111: 
                            begin
                                whichInstruction=LUI;
                                unExtendedImm = instruction[31:12];
                            end
                        7'b0010111:
                            begin
                                whichInstruction=AUIPC;
                                unExtendedImm = instruction[31:12];
                            end
                        7'b1101111: 
                            begin
                                whichInstruction=JAL;
                                extendedImm[20] = instruction[31];
                                extendedImm[19:12] = instruction[19:12];
                                extendedImm[11] = instruction[20];
                                extendedImm[10:1] = instruction[30:21];
                                extendedImm[0] = 0;  
                                if(extendedImm[20] == 0)
                                    extendedImm[31:21] = 11'b00000000000;
                                else
                                    extendedImm[31:21] = 11'b11111111111;
                            end
                        7'b1100111:
                            begin
                                whichInstruction=JALR;
                                extendedImm[11:0] = instruction[31:20];
                                if(extendedImm[11] == 0)
                                    extendedImm[31:12] = 20'b0000000000000000000;
                                else
                                    extendedImm[31:12] = 20'b11111111111111111111;
                            end
                        7'b1100011:
                            begin
                                if(funct3 == 3'b000)
                                    whichInstruction=BEQ;
                                else if(funct3 == 3'b001)
                                    whichInstruction=BNE;
                                else if(funct3 == 3'b100)
                                    whichInstruction=BLT;
                                extendedImm[12] = instruction[31];
                                extendedImm[11] = instruction[7];
                                extendedImm[10:5] = instruction[30:25];
                                extendedImm[4:1] = instruction[11:8];
                                extendedImm[0] = 1'b0;                         
                                if(extendedImm[12] == 0)
                                    extendedImm[31:13] = 19'b0000000000000000000;
                                else
                                    extendedImm[31:13] = 19'b1111111111111111111;    
                            end
                         7'b0000011: 
                            begin
                                 whichInstruction=LW;
                                 extendedImm[11:0] = instruction[31:20];
                                 if(extendedImm[11] == 0)
                                    extendedImm[31:12] = 20'b0000000000000000000;
                                 else
                                    extendedImm[31:12] = 20'b11111111111111111111;
                                 bellek_adres = yazmac_obegi[register1] + extendedImm; 
                            end
                         7'b0100011: 
                            begin
                                whichInstruction=SW;
                                extendedImm[11:5] = instruction[31:25];
                                extendedImm[4:0] = instruction[11:7];
                                if(extendedImm[11] == 0)
                                    extendedImm[31:12] = 20'b0000000000000000000;
                                else
                                    extendedImm[31:12] = 20'b11111111111111111111; 
                                bellek_adres = yazmac_obegi[register1] + extendedImm; 
                                bellek_yaz = 1'b1;
                                bellek_yaz_veri = yazmac_obegi[register2];
                            end
                         7'b0010011:
                            begin
                                whichInstruction=ADDI;
                                extendedImm[11:0] = instruction[31:20];
                                if(extendedImm[11] == 0)
                                    extendedImm[31:12] = 20'b0000000000000000000;
                                else
                                    extendedImm[31:12] = 20'b11111111111111111111;
                            end
                         7'b0110011:
                            begin
                                if(funct3 == 3'b000)
                                    begin
                                        if(funct7 == 7'b0000000)
                                            whichInstruction=ADD;
                                        else if(funct7 == 7'b0100000)
                                            whichInstruction=SUB;
                                    end
                                else if(funct3 == 3'b110)
                                    whichInstruction=OR;
                                else if(funct3 == 3'b111)
                                    whichInstruction=AND;
                                else if(funct3 == 3'b100)
                                    whichInstruction=XOR;
                            end
                    endcase
                end
            YURUTGERIYAZ:
                begin
                    bellek_yaz = 1'b0;  
                    simdiki_asama_r = GETIR;
                    case(whichInstruction)
                       LUI:
                            begin
                                yazmac_obegi[dest_register][31:12] = unExtendedImm;
                                yazmac_obegi[dest_register][11:0] = 12'b000000000000;
                            end
                       AUIPC:
                            begin
                                offset[31:12] = unExtendedImm;
                                offset[11:0] = 12'b00000000000;
                                yazmac_obegi[dest_register] = ps_r -4 + offset;
                            end
                       JAL:
                            begin
                                yazmac_obegi[dest_register] = ps_r;
                                ps_r = ps_r -4 + extendedImm;
                                bellek_adres = ps_r;
                            end
                       JALR:
                            begin
                                yazmac_obegi[dest_register] = ps_r;
                                ps_r = yazmac_obegi[register1] + extendedImm[11:0];
                                ps_r[0] = 1'b0;
                                bellek_adres = ps_r;
                            end
                       BEQ:
                            begin
                                if(yazmac_obegi[register1] != yazmac_obegi[register2])
                                    begin
                                        ps_r = ps_r -4 + extendedImm;
                                    end
                                bellek_adres = ps_r;
                            end
                       BNE:
                            begin
                                if(yazmac_obegi[register1] == yazmac_obegi[register2])
                                    begin
                                        ps_r = ps_r  -4 + extendedImm;
                                    end
                                bellek_adres= ps_r;
                            end
                       BLT:
                            begin
                                if(yazmac_obegi[register1] >= yazmac_obegi[register2])
                                    begin
                                        ps_r = ps_r -4  + extendedImm;
                                    end
                                bellek_adres = ps_r;
                            end
                       LW : 
                            begin
                                yazmac_obegi[dest_register] = bellek_oku_veri;
                                bellek_adres = ps_r;
                            end
                       SW :    bellek_adres = ps_r;
                       ADDI:   yazmac_obegi[dest_register] = yazmac_obegi[register1] + extendedImm;
                       ADD:    yazmac_obegi[dest_register] = yazmac_obegi[register1] + yazmac_obegi[register2];
                       SUB:    yazmac_obegi[dest_register] = yazmac_obegi[register1] - yazmac_obegi[register2];
                       OR :    yazmac_obegi[dest_register] = yazmac_obegi[register1] | yazmac_obegi[register2];
                       AND:    yazmac_obegi[dest_register] = yazmac_obegi[register1] & yazmac_obegi[register2];
                       XOR:    yazmac_obegi[dest_register] = yazmac_obegi[register1] ^ yazmac_obegi[register2];
                   endcase
                end
          endcase
    end
end
endmodule
```
**flow/run.sh**
```bash
#!/bin/bash
# OpenROAD 26Q1-2900-gdf79404cd8, Yosys 0.63+post, stock flow scripts
make -C /OpenROAD-flow-scripts/flow DESIGN_CONFIG=/design/flow/config.mk WORK_HOME=/design/flow/orfs finish
```
**flow/constraint.sdc**
```tcl
current_design islemci

set clk_period 55.1
set clk_io_pct 0.2

create_clock -name clk0 -period $clk_period [get_ports {clk}]

set non_clock_inputs [all_inputs -no_clocks]
set_input_delay [expr $clk_period * $clk_io_pct] -clock clk0 $non_clock_inputs
set_output_delay [expr $clk_period * $clk_io_pct] -clock clk0 [all_outputs]
```
==> results.py <==
# Flow results
metrics = {
    "placed_design": {
        "dp_hpwl_mm": 600,
        "port_buffers": 98,
        "routabilityCongestion": 1.33,
    },
    "cts": {
        "cts_sinks": 1227,
        "postCtsSetupRepairBufs": 0,
        "post_cts_resize_count": 0,
        "cts_inserted_buffers": 156,
        "ctsHoldBuffers": 0,
        "ctsLongestPathBuffers": 3,
        "cts_htree_levels": 4,
        "root_buffer": "sky130_fd_sc_hd__clkbuf_16",
    },
    "synthesis": {
        "synthTopCellsByArea": "sky130_fd_sc_hd__edfxtp_1 (33%), sky130_fd_sc_hd__mux2i_1 (7.9%), sky130_fd_sc_hd__a22oi_1 (6.6%)",
        "synthesis.area_per_instance_um2": 8.80,
        "synthDominantAreaCellType": "sky130_fd_sc_hd__edfxtp_1",
        "syn_area_um2": 105000,
        "synth_async_sr_flop_share_pct": 0,
        "synthesis.yosys.warnings": 2,
        "dominantRegCellSynth": "sky130_fd_sc_hd__edfxtp_1",
        "synth_flops": 1227,
        "edf_count": 1145,
        "synthesis.instances": 11976,
        "synth-cells-yosys": 11976,
        "synth_seq_share_pct": 34.2,
        "ys_types": 110,
        "synth_top_area_share_pct": 32.6,
        "synth-area-yosys_um2": 105000,
    },
    "floorplan": {
        "placement_rows": 168,
        "dieWidth_um": 461,
        "fp-utilization_pct": 50.3,
        "fp.dieH_um": 461,
        "io_pins": 99,
    },
    "grt": {
        "global_route_wire_length_before_repair_mm": 1410,
        "grt_overflow": 6597,
        "grt_pass1_vias": 151612,
        "grt_util_all_layers_pct": 99.2,
        "grt_max_degree": 85,
    },
    "outcome": {
        "run_status": "stopped before the end",
        "flow.stopped_at": "global routing (5_1_grt)",
        "error_line": "[ERROR GRT-0116] Global routing finished with congestion. Check the congestion regions in the DRC Viewer.",
    },
}
metal layers:
layer / global-route usage [%] / GRT overflow
met1: 97.8 / 1252
met2: 103 / 2386
met3: 97.0 / 1379
met4: 98.8 / 1386
met5: 90.9 / 194
Yosys cell counts (22+ instances only):
cell type                   count
sky130_fd_sc_hd__o21a_1        78
sky130_fd_sc_hd__a211oi_1      49
sky130_fd_sc_hd__o22ai_1      217
sky130_fd_sc_hd__nand2_1      549
sky130_fd_sc_hd__mux2i_1      834
sky130_fd_sc_hd__a21o_1        74
sky130_fd_sc_hd__a21oi_1      558
sky130_fd_sc_hd__o32a_1        62
sky130_fd_sc_hd__nand4_1      265
sky130_fd_sc_hd__nor4_1       533
sky130_fd_sc_hd__and2_1        32
sky130_fd_sc_hd__xor2_1        60
sky130_fd_sc_hd__inv_1        154
sky130_fd_sc_hd__dfxtp_1       82
sky130_fd_sc_hd__o31ai_1       22
sky130_fd_sc_hd__edfxtp_1    1145
sky130_fd_sc_hd__or4_1         48
sky130_fd_sc_hd__and3_1        38
sky130_fd_sc_hd__a221o_1       39
sky130_fd_sc_hd__buf_2        151
sky130_fd_sc_hd__o21ai_0     1180
sky130_fd_sc_hd__ha_1         223
sky130_fd_sc_hd__nor2b_1       28
sky130_fd_sc_hd__a22o_1       538
sky130_fd_sc_hd__a31oi_1      429
sky130_fd_sc_hd__a22oi_1      932
sky130_fd_sc_hd__o311ai_0      65
sky130_fd_sc_hd__o21ai_1       46
sky130_fd_sc_hd__mux2_2        29
sky130_fd_sc_hd__o211ai_1      31
sky130_fd_sc_hd__nand3b_1      34
sky130_fd_sc_hd__nor2_1       553
sky130_fd_sc_hd__nand2b_1      67
sky130_fd_sc_hd__xnor2_1      123
sky130_fd_sc_hd__or3_1         27
sky130_fd_sc_hd__nor3_1       106
sky130_fd_sc_hd__o21bai_1      33
sky130_fd_sc_hd__buf_1        228
sky130_fd_sc_hd__clkbuf_1     984
sky130_fd_sc_hd__a221oi_1     559
sky130_fd_sc_hd__o2111ai_1     55
sky130_fd_sc_hd__nand3_1      374
metrics by stage:
stage / instance area, µm² / instances / hold slack, ps / worst slack, ps
2_1_floorplan: 105000 / 11976 / 424 / 40910
3_3_place_gp: 112000 / 14288 / 469 / 40610
3_5_place_dp: 112000 / 14288 / 477 / 40590
4_1_cts: 118000 / 14569 / 489 / 41470
logic make-up after synthesis:
| family | Yosys count | synth area share [%] |
|---|---|---|
| simple gates | 2777 | 13.7 |
| compound gates | 5154 | 33.8 |
| buf+inv | 1542 | 5.79 |
| fa+ha+maj | 230 | 2.78 |
| flops | 1227 | 34.2 |
| xor+xnor | 183 | 1.52 |
| mux | 863 | 8.23 |
